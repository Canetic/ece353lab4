==> /design/flow/design.v <==
module midireader(midi_in, rst_n, clk, LED_out);
	input	midi_in, rst_n, clk;
	output 	[7:0] LED_out;
	reg 	[1:0] rxb;		 
	wire	[7:0] buffer;	 
	wire	[7:0] out;		 
	assign	LED_out = out;
	receiver	RXC(.clk(clk), .rst_n(rst_n), .rxb(rxb[0]), .data(buffer));
	fsm			LED_FSM(.clk(clk), .rst_n(rst_n), .buffer(buffer), .LED_out(out));
	always @(posedge clk) begin
		if(!rst_n) begin
			rxb[1] <= 1'b1;
			rxb[0] <= 1'b1;
		end
		else begin
			rxb[1] <= midi_in;
			rxb[0] <= rxb[1];
		end
	end
endmodule
module receiver(clk, rst_n, rxb, data);
	input 	clk, rst_n, rxb;
	output	[7:0] data;
	wire	[11:0] cnt;				 
	reg		[11:0] cnt_nxt;
	reg		[1:0] state, state_nxt;	 
	reg		[7:0] buffer;			 
	reg		data_in;				 
	wire	[7:0] out;				 
	assign	data = buffer;
	counter		TCNT0(.clk(clk), .rst_n(rst_n), .cnt_nxt(cnt_nxt), .cnt_out(cnt));
	shiftReg	SR0(.clk(clk), .rst_n(rst_n), .rxb(data_in), .data(out));
	always @(posedge clk) begin
		if(!rst_n) begin
			state <= 2'b0;
		end
		else begin
			state <= state_nxt;
		end
	end
	always @(*) begin
		buffer = 8'b0;					 
		data_in = out[0];				 
		cnt_nxt[7:0] = cnt[7:0] + 1'b1;	 
		cnt_nxt[11:8] = cnt[11:8];		 
		case(state)
			2'b0: begin
				if(rxb == 1'b0) begin
					state_nxt = 2'b01;
				end
				else begin
					state_nxt = 2'b0;
					cnt_nxt = 12'b0;
				end
			end
			2'b01: begin
				if(cnt[7:0] < 8'd64) begin
					state_nxt = 2'b00;
				end
				else begin
					state_nxt = 2'b10;
					cnt_nxt[7:0] = 8'b0;
				end
			end
			2'b10: begin
				if(cnt[7:0] < 8'd128) begin
					state_nxt = 2'b10;
				end
				else begin
					state_nxt = 2'b11;
					cnt_nxt[7:0] = 8'b0;
					cnt_nxt[11:8] = cnt[11:8] + 1'b1;
					data_in = rxb;
				end
			end
			2'b11: begin
				if(cnt[11:8] != 4'd8) begin
					state_nxt = 2'b10;
				end
				else begin
					state_nxt = 2'b00;
					cnt_nxt = 12'b0;
					buffer = out;
				end
			end
			default: begin
				state_nxt = 2'b00;
				cnt_nxt = 12'b0;
				data_in = out[0];
				buffer = 8'b0;
			end
		endcase
	end
endmodule
module fsm(clk, rst_n, buffer, LED_out);
	input 	clk, rst_n; 
	input	[7:0] buffer;
	output	[7:0] LED_out;
	reg		[7:0] buffer_in;		 
	reg 	[1:0] state, state_nxt;	 
	wire	[7:0] out;				 
	assign LED_out = out;
	memory	MEM0(clk, rst_n, buffer_in, out);
	always @(posedge clk) begin
		if(!rst_n) begin
			state <= 2'b0;
		end
		else begin
			state <= state_nxt;
		end
	end
	always @(*) begin
		buffer_in = 8'b0;;
		case(state)
			2'b00: begin
				if(buffer[7:4] == 4'h9) begin
					state_nxt = 2'b01;
				end
				else begin
					state_nxt = 2'b00;
				end
			end
			2'b01: begin
				if(buffer == 8'b0) begin
					state_nxt = 2'b01;
				end
				else begin
					state_nxt = 2'b10;
					buffer_in = buffer;
				end
			end
			2'b10: begin
				buffer_in = out;
				if(buffer[7:4] == 4'h8) begin
					state_nxt = 2'b11;
				end
				else begin
					if(buffer[7:4] == 4'h9) begin
						state_nxt = 2'b01;
					end
					else begin
						state_nxt = 2'b10;
					end
				end
			end
			2'b11: begin
				if(buffer == 8'b0) begin
					state_nxt = 2'b11;
					buffer_in = out;
				end
				else begin
					state_nxt = 2'b00;
				end
			end
			default: begin
				state_nxt = 2'b0;
			end
		endcase
	end
endmodule
module shiftReg(clk, rst_n, rxb, data);
	input 	clk, rst_n, rxb;
	output	[7:0] data;
	reg		[7:0] buffer;
	assign 	data = buffer;
	always @(posedge clk) begin
		if(!rst_n) begin
			buffer <= 8'b0;
		end
		else begin
			buffer[7] <= rxb;
			buffer[6] <= buffer[7];
			buffer[5] <= buffer[6];
			buffer[4] <= buffer[5];
			buffer[3] <= buffer[4];
			buffer[2] <= buffer[3];
			buffer[1] <= buffer[2];
			buffer[0] <= buffer[1];
		end
	end
endmodule
module memory(clk, rst_n, data_in, data);
	input 	clk, rst_n;
	input	[7:0] data_in;
	output	[7:0] data;
	reg[7:0] buffer;
	assign	data = buffer;
	always @(posedge clk) begin
		if(!rst_n) begin
			buffer <= 8'b0;
		end
		else begin
			buffer <= data_in;
		end
	end
endmodule
module counter(clk, rst_n, cnt_nxt, cnt_out);
	input 	clk, rst_n; 
	input	[11:0] cnt_nxt;
	output	[11:0] cnt_out;
	reg		[11:0] cnt;
	assign	cnt_out = cnt;
	always @(posedge clk) begin
		if(!rst_n) begin
			cnt <= 8'b0;
		end
		else begin
			cnt <= cnt_nxt;
		end
	end
endmodule
==> /design/flow/run.sh <==
#!/bin/bash
# OpenROAD 26Q1-2900-gdf79404cd8, Yosys 0.63+post, stock flow scripts
make -C /OpenROAD-flow-scripts/flow DESIGN_CONFIG=/design/flow/config.mk WORK_HOME=/design/flow/orfs finish
==> /design/flow/config.mk <==
export PLATFORM = sky130hd
export DESIGN_NAME = midireader
export DESIGN_NICKNAME = midireader
export VERILOG_FILES = /design/flow/design.v
export SDC_FILE = /design/flow/constraint.sdc
export NUM_CORES = 4
export LEC_CHECK = 1
export CORE_AREA = 10 10 105 105
export DIE_AREA = 0 0 115 115
==> /design/flow/constraint.sdc <==
current_design midireader

set clk_period 3.6
set clk_io_pct 0.2

create_clock -name clk0 -period $clk_period [get_ports {clk}]

set non_clock_inputs [all_inputs -no_clocks]
set_input_delay [expr $clk_period * $clk_io_pct] -clock clk0 $non_clock_inputs
set_output_delay [expr $clk_period * $clk_io_pct] -clock clk0 [all_outputs]
==> impl_metrics.yaml <==
# flow metrics
final_layout:
  final_area_um2: 1822
  fin_cells: 266
  final_cell_mix: "dfxtp_1, nor2_1, nand2_1"
  area_growth_pct: 24.76
  final_core_util_pct: 20.79
  drive_gt1_share_pct: 8.228
  final_common_cell: "dfxtp_1"
cts:
  clkTransAtPathRegs_ps: 80
  clock_latency_ps: 290
  clock_sinks: 38
  post_cts_buffers: 0
  cts_tree: "done"
  ctsResizeCount: 0
  cts_buffers: 5
  h-tree-depth: 2
  postCtsHoldBufs: 0
  cts-root-buf: "clkbuf_8"
  clock_path_buffers: 2
power_and_ir_drop:
  power.density_nw_per_um2: 475.8
  total_power_uw: 866.7
  vdd_ir_drop_max_v: 0.0003906
  leakagePower_uw: 0.0005919
synthesis:
  yosysUniqueCellTypes: 31
  largest_area_cell: "dfxtp_1"
  netlist_area_um2: 1460
  syn-instance-count: 143
  synthTopCellsByArea: "dfxtp_1, a32o_1, a21oi_1"
  synth-main-ff-cell: "dfxtp_1"
  synth_seq_share_pct: 52.10
  ys_chip_area_um2: 1460
  synth.avg_cell_area_um2: 10.21
  numSynthFlops: 38
  synthArstFlopShare_pct: 0
  top_area_share_pct: 52.10
  edf_count: 0
  yosys_warnings: 6
  ys_cells: 143
job:
  maxCapViolations: 0
  warnings: 26
routing:
  wirelength_mm: 2.728
  antenna_cells: 0
  wl_per_cell_um: 10.26
  antenna_left: 0
  drt_iter0_drc: 108
  vias: 1053
  viasPerCell: 3.959
  drc: 0
  firstDrtPassIters: 4
die:
  die-width_um: 115
  io_pins: 11
  fp_util_pct: 16.66
  rows: 34
  dieArea_um2: 13230
  die_h_um: 115
  core_um2: 8763
critical_path:
  crit_slowest_cell: "clkdlybuf4s50_1"
  cp_max_fo: 21
  cpPeakStageDelay_ps: 870
  path_buffers: 2
  critical_path.cell_chain: "clkdlybuf4s50_1 > inv_1 > a221o_1 > nor2_1"
  path_class: "primary input to register"
  crit_family: "buffers and inverters"
  worstPathArrival_ps: 2570
  end_kind: "register"
  timing.critical_path.required_ps: 3830
  startpoint_type: "primary input"
grt:
  grt_usage_pct: 4.130
  grt_pass1_vias: 1036
  grt_pass1_wl_mm: 4.719
  grt-ovfl-total: 0
  grt_max_degree: 22
  antenna_found_initial: 0
timing:
  fmax_ghz: 0.4279
  setup_violations: 0
  fin_tns_setup_ps: 0
  skew_ps: 5.700
  finalHoldViolCount: 0
  rsz0062_at_grt: "no"
  fin_crit_ps: 2337
  worstMarginPinSlew_ps: 620.5
  drv_slew: 0
  maxSlewHeadroom_pct: 58.50
  fin_crit_sh_pct: 64.91
place:
  place_inst: 258
  hpwl_mm: 1.890
  place_area_um2: 1684
  io_buffers: 10
  gp_congestion: 0.7511
min_path:
  min_path_type: "register to register"
outcome:
  status: "finished, final reports clean"
==> state kept, by name (all words and copies together), names as in the netlist <==
name                 flops
LED_FSM.state            4
RXC.TCNT0.cnt           12
RXC.state                4
LED_FSM.MEM0.buffer      8
RXC.SR0.buffer           8
rxb                      2
==> where the power goes <==
group          switching [µW]  internal (µW)
Clock                     150            278
Combinational            9.14           5.34
Sequential               1.97            422
Total                     161            705
==> cell usage after synthesis, types with 2 or more instances <==
master and n:
and3_1 2, ha_1 4, inv_1 6, a21o_1 2, a2111oi_2 2, dfxtp_1 38, clkbuf_1 3, and2_1 8
nand2_1 11, a32o_1 8, a221o_1 3, nand2b_1 6, a311oi_1 2, nand3_1 4, nor2_1 12, xor2_1 2
xnor2_1 3, nor2b_1 2, nand3b_1 2, a21oi_1 10, nor4_1 3
==> kinds of logic after synthesis <==
logic type	after synthesis	share of synthesized area, %
simple gates	54	20.14
flops	38	52.10
compound gates	32	18.34
buf+inv	9	2.313
xor+xnor	5	3.000
fa+ha+maj	4	3.428
mux	1	0.6855
==> cell type report <==
| class | instances | area (µm²) |
|---|---|---|
| inverter | 6 | 22.52 |
| tap | 108 | 135.1 |
| multi-input combinational | 96 | 665.6 |
| clock buffer | 5 | 68.82 |
| timing repair buffer | 10 | 100.1 |
| fill | 942 | 6942 |
| sequential | 38 | 760.7 |
| clock inverter | 3 | 68.82 |
==> layer usage <==
| layer | part of all wire (%) | global-route usage [%] |
|---|---|---|
| met5 | 0 | 0 |
| met4 | 0.70 | 0.3300 |
| met3 | 7.6 | 2.004 |
| met2 | 40 | 5.668 |
| met1 | 52 | 5.989 |
==> final timing paths <==
kind	startpoint	endpoint	slack (ps)	depth (start not counted)
worst max register to register	RXC.TCNT0.cnt[8]$_SDFFE_PN0P_	RXC.TCNT0.cnt[11]$_SDFFE_PN0P_	1670	6
worst max-delay path	rst_n	RXC.TCNT0.cnt[4]$_SDFF_PN0_	1260	4
worst min-delay path	rxb[1]$_SDFF_PN1_	rxb[0]$_SDFF_PN1_	410	1
worst min register to register	rxb[1]$_SDFF_PN1_	rxb[0]$_SDFF_PN1_	410	1
==> per-stage QoR <==
stage	setup WS [ps]	hold WS, ps
3_3_place_gp	960.7	393.4
4_1_cts	1240	420.8
3_5_place_dp	938.2	400.7
5_1_grt	1100	439.0
2_1_floorplan	1966	386.3
6_report	1263	414.3
Power figures rest on the tool's default switching activity, not on a simulated workload.
